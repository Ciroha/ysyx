**./run.sh**
```bash
#!/bin/bash
# OpenROAD 26Q1-2900-gdf79404cd8, Yosys 0.63+post, stock flow scripts
make -C /OpenROAD-flow-scripts/flow DESIGN_CONFIG=/design/flow/config.mk WORK_HOME=/design/flow/orfs finish
```
**./config.mk**
```make
export PLATFORM = sky130hd
export DESIGN_NAME = ysyx_23060332_exu
export DESIGN_NICKNAME = ysyx_23060332_exu
export VERILOG_FILES = /design/flow/design.v
export SDC_FILE = /design/flow/constraint.sdc
export NUM_CORES = 4
export LEC_CHECK = 1
export CORE_UTILIZATION = 30
```
**./constraint.sdc**
```tcl
current_design ysyx_23060332_exu

set clk_period 33.3
set clk_io_pct 0.2

create_clock -name clk0 -period $clk_period

set non_clock_inputs [all_inputs -no_clocks]
set_input_delay [expr $clk_period * $clk_io_pct] -clock clk0 $non_clock_inputs
set_output_delay [expr $clk_period * $clk_io_pct] -clock clk0 [all_outputs]
```
**./design.v**
```verilog
module ysyx_23060332_exu (
    input wire [31:0]    op1,
    input wire [31:0]    op2,
    input wire [31:0]    op1_jump,
    input wire [31:0]    op2_jump,
    input wire [31:0]    reg_rdata1_i,
    input wire [31:0]    reg_rdata2_i,
    input wire                  reg_wen_i,
    input wire [4:0]    waddr_i,
    input wire [31:0]       inst_i,
    input wire [31:0]    mem_rdata,
    output reg [31:0]   jump_addr,
    output reg                  jump_en,
    output reg                  mem_wen,
    output reg [31:0]    mem_waddr,
    output reg [31:0]    mem_wdata,
    output reg [7:0]            mem_wmask,
    output reg [31:0]    mem_raddr,
    output reg                  mem_ren,
    output reg [4:0]    waddr_o,
    output reg [31:0]    wdata,
    output reg                  reg_wen_o
);
wire    [6:0]   opcode  =   inst_i[6:0];
wire    [2:0]   func3   =   inst_i[14:12];
always @(*) begin
    jump_en = 1'b0;
    jump_addr = 32'h0;
    mem_ren = 1'b0;
    reg_wen_o = reg_wen_i;
    waddr_o = waddr_i;
    wdata = 32'h0;
    mem_wen = 1'b0;
    mem_waddr = 32'h0;
    mem_wdata = 32'h0;
    mem_wmask = 8'b0;
    mem_raddr = 32'h0;
    case (opcode)
        7'b0010011: begin
            case (func3)
                3'b000: begin
                    wdata = op1 + op2;
                end
                3'b011: begin
                    wdata = (op1 < op2) ? 32'h1: 32'h0;
                end
                3'b100: begin
                    wdata = op1 ^ op2;
                end
                3'b111: begin
                    wdata = op1 & op2;
                end
                3'b001: begin
                    wdata = op1 << inst_i[24:20];
                end
                3'b101: begin
                    if (inst_i[30] == 1'b1) begin
                        wdata = (op1 >> inst_i[24:20]) | ({32{op1[31]}} & ~(32'hffffffff >> inst_i[24:20]));
                    end
                    else begin
                        wdata = op1 >> inst_i[24:20];
                    end
                end
                default: ;
            endcase
        end
        7'b0100011: begin
            case (func3)
                3'b010: begin
                    mem_wen = 1'b1;
                    mem_waddr = op1 + op2;
                    mem_wdata = reg_rdata2_i;
                    mem_wmask = 8'b00001111;
                end
                3'b001: begin
                    mem_wen = 1'b1;
                    mem_waddr = op1 + op2;
                    mem_wdata = reg_rdata2_i;
                    mem_wmask = 8'b00000011;
                end
                3'b000: begin
                    mem_wen = 1'b1;
                    mem_waddr = op1 + op2;
                    mem_wdata = reg_rdata2_i;
                    mem_wmask = 8'b00000001;
                end
                default: ;
            endcase
        end
        7'b0000011: begin
            mem_ren = 1'b1;
            mem_raddr = op1 + op2;
            case (func3)
                3'b010: begin
                    wdata = mem_rdata;
                end 
                3'b001: begin
                    wdata = {{16{mem_rdata[15]}}, {mem_rdata[15:0]}};
                end
                3'b000: begin
                    wdata = {{24{mem_rdata[7]}}, {mem_rdata[7:0]}};
                end
                3'b100: begin
                    wdata = {{24'h0}, {mem_rdata[7:0]}};
                end
                3'b101: begin
                    wdata = {{16'h0}, {mem_rdata[15:0]}};
                end
                default: ;
            endcase
        end
        7'b0110011: begin
            case (func3)
                3'b000:begin
                    if (inst_i[30] == 0) begin
                        wdata = op1 + op2;
                    end
                    else begin
                        wdata = op1 - op2;
                    end
                end 
                3'b001: begin
                    wdata = op1 << op2[4:0];
                end
                3'b010: begin
                    wdata = ($signed(op1) < $signed(op2)) ? 32'h1: 32'h0;
                end
                3'b011: begin
                    wdata = (op1 < op2) ? 32'h1: 32'h0;
                end
                3'b101: begin
                    if (inst_i[30]) begin
                        wdata = (op1 >> op2[4:0]) | ({32{op1[31]}} & ~(32'hffffffff >> op2[4:0]));
                    end
                    else begin
                        wdata = op1 >> op2[4:0];
                    end
                end
                3'b110: begin
                    wdata = op1 | op2;
                end
                3'b100:begin
                    wdata = op1 ^ op2;
                end
                3'b111: begin
                    wdata = op1 & op2;
                end
                default: ;
            endcase
        end
        7'b1100011: begin
            case (func3)
                3'b000: begin
                    jump_en = (op1 == op2) ? 1'b1 : 1'b0;
                    jump_addr = (op1 == op2) ? (op1_jump + op2_jump) : 32'h0;
                end
                3'b001: begin
                    jump_en = (op1 != op2) ? 1'b1 : 1'b0;
                    jump_addr = (op1 != op2) ? (op1_jump + op2_jump) : 32'h0;                    
                end
                3'b100: begin
                    jump_en = ($signed(op1) < $signed(op2)) ? 1'b1 : 1'b0;
                    jump_addr = ($signed(op1) < $signed(op2)) ? (op1_jump + op2_jump) : 32'h0;                    
                end
                3'b101: begin
                    jump_en = ($signed(op1) >= $signed(op2)) ? 1'b1 : 1'b0;
                    jump_addr = ($signed(op1) >= $signed(op2)) ? (op1_jump + op2_jump) : 32'h0;
                end
                3'b110: begin
                    jump_en = (op1 < op2) ? 1'b1 : 1'b0;
                    jump_addr = (op1 < op2) ? (op1_jump + op2_jump) : 32'h0;                    
                end                
                3'b111: begin
                    jump_en = (op1 >= op2) ? 1'b1 : 1'b0;
                    jump_addr = (op1 >= op2) ? (op1_jump + op2_jump) : 32'h0;
                end
                default: ;
            endcase
        end
        7'b0110111, 7'b0010111: begin
            reg_wen_o = 1'b1;
            wdata = op1 + op2;
        end
        7'b1101111: begin
            reg_wen_o = 1'b1;
            wdata = op1 + op2;
            jump_en = 1'b1;
            jump_addr = op1_jump + op2_jump;
        end
        7'b1100111: begin
            reg_wen_o = 1'b1;
            wdata = op1 + op2;
            jump_en = 1'b1;
            jump_addr = (op1_jump + op2_jump) & ~(32'b1);
        end
        default: ;
    endcase
end
endmodule
```
==> results.json <==
{
  "instances_no_fill": 3153,
  "top_cells_by_area": "ha_1, mux2i_1, a21oi_1",
  "leakagePower_nw": 7.65,
  "criticalPathCategory": "input pin to output pin",
  "synthDominantCellAreaShare": 0.109,
  "cts_hold_buffers": 0,
  "ys_area_mm2": 0.0146,
  "warning_count": 144,
  "die_h_um": 222,
  "cts_setup_buffers": 0,
  "flop_area_um2": 0,
  "fill_cells": 5120,
  "final_util": 0.398,
  "antenna_left": 0,
  "die_area_mm2": 0.0494,
  "simple_gate_share": 0.240,
  "row_count": 80,
  "arrival_ns": 12.64,
  "period_needed_ns": 19.30,
  "fin_setup_tns_ns": 0,
  "yosysUniqueCellTypes": 93,
  "die_w_um": 222,
  "startpoint_type": "input pin",
  "drc": 0,
  "initCoreUtil": 0.305,
  "wl_um": 95100,
  "postSynthSeqShare": 0,
  "drtIter0Drc": 2162,
  "track_usage": 0.381,
  "cts_repair_resize_count": 0,
  "seq_cells": 0,
  "wire_per_inst_um": 30.1,
  "synth.cell_area_mm2": 0.0146,
  "min_path_type": "input pin to output pin",
  "crit_path_end_kind": "output pin",
  "rsz0062_at_grt": "no",
  "antenna_found_initial": 2,
  "hpwlAfterDp_um": 75800,
  "n_clock_buffer": 0,
  "period_used_share": 0.580,
  "first_global_vias": 18900,
  "critPathMaxFanout": 39,
  "port_buffers": 377,
  "adder_share": 0.113,
  "netlist_instances": 2259,
  "synthXorXnorAreaFrac": 0.0469,
  "viasPerCell": 6.26,
  "ys_sh_aoi": 0.358,
  "drtPass1Iterations": 8,
  "synth_warnings": 1,
  "lay_top_count": "clkdlybuf4s50_1",
  "drv_slew": 0,
  "drv_cap": 0,
  "grt_max_degree": 50,
  "top_logic_kind": "AND-OR/OR-AND gates",
  "gp_congestion": 1.04,
  "run_status": "completed",
  "synth_area_per_cell_um2": 6.44,
  "worst_pin_slew_ns": 1.11,
  "layout-drive-gt1-share": 0.0729,
  "syn2layout_area_growth_pct": 30.5,
  "grt_pass1_wl_um": 136000,
  "placedCellCount": 3152,
  "hold_viol_final": 0,
  "overflow": 0,
  "ys_cells": 2259,
  "mux_area_frac": 0.155,
  "cellPowerDensity_mw_per_mm2": 15.2,
  "ir_drop_mv": 0.0112,
  "logic_area_mm2": 0.0134,
  "ios": 439,
  "layout_top_cells": "clkdlybuf4s50_1, nor2_1, nand2_1, a21oi_1, o21ai_0",
  "fmax_mhz": 51.8,
  "coreArea_mm2": 0.0477,
  "setup_viol": 0,
  "num_vias": 19700,
  "max_slew_margin": 0.254,
  "worstPathRequired_ns": 26.64,
  "yosys.area.top_type": "ha_1"
}
## synthesized netlist by cell type (14+ instances only)
cell type,n
nor2_1,272
nand2_1,222
a21oi_1,210
o21ai_0,175
clkbuf_1,133
ha_1,127
mux2i_1,124
inv_1,113
xnor2_1,64
nand3_1,63
and2_1,51
nor3_1,44
a21o_1,42
a211oi_1,41
o211ai_1,41
o22ai_1,38
mux4_2,28
mux2_2,26
buf_2,25
a221oi_1,19
a31oi_1,19
a222oi_1,17
nand2b_1,17
buf_1,16
o21ai_1,16
nor2b_1,15
o21bai_1,15
o221ai_1,15
or3_1,14
xor2_1,14
## where the power goes
part           internal (mW)  switching [mW]
Sequential                 0               0
Clock          0.00000000402               0
Combinational          0.109           0.179
Total                  0.109           0.179
## logic make-up (layout without fill, tap and decap cells)
family                   after synthesis  count (layout)
XOR/XNOR                              78              78
multiplexers                         183             183
adder cells (fa/ha/maj)              130             130
buffers and inverters                307             582
other                                  1               5
AND/OR/NAND/NOR                      763             763
AND-OR/OR-AND                        797             797
## cell type report
class | instances | share of cell area
diodes | 1 | 0.000132
inverters | 116 | 0.0229
multi-input cells | 1955 | 0.703
well taps | 615 | 0.0405
repair buffers | 466 | 0.233
## worst max-delay path: stages
cell             delay [ns]
clkdlybuf4s50_1        0.46
buf_4                  0.40
inv_1                  0.08
buf_4                  0.25
ha_1                   0.48
a211oi_1               0.39
o21ai_1                0.26
o211ai_1               0.37
a21oi_1                0.15
o41ai_1                0.62
a31oi_1                0.30
o2111ai_1              0.54
a2111oi_0              0.25
a211oi_2               0.36
a21oi_1                0.06
or4_1                  0.54
clkdlybuf4s50_1        0.45
## layer usage
metal | share of wire | up-vias | track usage
li1 | - | 8878 | -
met1 | 0.41 | 9400 | 0.506
met2 | 0.43 | 1225 | 0.581
met3 | 0.094 | 238 | 0.0885
met4 | 0.059 | 0 | 0.190
met5 | 0 | - | 0
## worst paths after layout
path        from    endpoint  slack [ns]  cells after the start
max       op2[2]   wdata[30]       14.00                     17
min   waddr_i[0]  waddr_o[0]       13.32                      0
## per-stage QoR
stage | hold slack (ns) | setup WS, ns | area, um2 | total power [mW]
after floorplan | 13.37 | 16.15 | 14600 | 0.165
after global placement | 13.32 | 14.16 | 19000 | 0.280
after detailed placement | 13.32 | 14.11 | 19000 | 0.279
after CTS | 13.32 | 14.08 | 19000 | 0.281
after global routing | 13.32 | 13.81 | 19000 | 0.306
final | 13.32 | 14.00 | 19000 | 0.288
No activity file was given, so power comes from the tool's default toggle rates.
