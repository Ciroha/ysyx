==> design/flow/design.v <==
module ysyx_23060332_reg (
    input wire clk,
    input wire rst,
    input wire [4:0]    raddr1,
    input wire [4:0]    raddr2,
    input wire [4:0]    waddr,
    input wire [31:0]    wdata,
    input wire                  reg_wen,
    output reg [31:0]    reg_rdata1,
    output reg [31:0]    reg_rdata2
);
reg [31:0] regs [0:31];
integer i;
always @(posedge clk) begin
    if (rst) begin
        for (i = 0; i < 32; i++) begin
            regs[i] <= 32'b0;
        end
    end
    else begin
        if ((waddr != 0) && reg_wen) begin
            regs[waddr] <= wdata;
        end
    end
end
always @(*) begin
    if (raddr1 == 5'd0) begin
        reg_rdata1 = 32'b0;
    end
    else begin
        reg_rdata1 = regs[raddr1];
    end
end
always @(*) begin
    if (raddr2 == 5'd0) begin
        reg_rdata2 = 32'b0;
    end
    else begin
        reg_rdata2 = regs[raddr2];
    end
end
endmodule
==> design/flow/run.sh <==
#!/bin/bash
# OpenROAD 26Q1-2900-gdf79404cd8, Yosys 0.63+post, stock flow scripts
make -C /OpenROAD-flow-scripts/flow DESIGN_CONFIG=/design/flow/config.mk WORK_HOME=/design/flow/orfs finish
==> design/flow/config.mk <==
export PLATFORM = sky130hd
export DESIGN_NAME = ysyx_23060332_reg
export DESIGN_NICKNAME = ysyx_23060332_reg
export VERILOG_FILES = /design/flow/design.v
export SDC_FILE = /design/flow/constraint.sdc
export NUM_CORES = 4
export LEC_CHECK = 1
export CORE_UTILIZATION = 40
==> design/flow/constraint.sdc <==
current_design ysyx_23060332_reg

set clk_period 26.2
set clk_io_pct 0.2

create_clock -name clk0 -period $clk_period [get_ports {clk}]

set non_clock_inputs [all_inputs -no_clocks]
set_input_delay [expr $clk_period * $clk_io_pct] -clock clk0 $non_clock_inputs
set_output_delay [expr $clk_period * $clk_io_pct] -clock clk0 [all_outputs]
==> flow_summary.ini <==
; yosys + openroad results
[layout]
top_register = regs
fill_cells = 11427
largestRegisters = regs (1024)
finalInstanceArea_mm2 = 0.0605
largest_reg_flops = 1024
final_util = 0.452
drive_gt1_frac = 0.244
area_growth_pct = 11.6

[global_routing]
grt_pass1_vias = 35125
grt-ovfl-total = 0
grt_max_degree = 93
grt_use_total = 0.286
grt_pass1_wl_um = 252000
antenna_found_initial = 4

[synthesis]
edf_count = 1024
synth_chip_area_mm2 = 0.0543
yosys_cells = 3502
synth_area_per_cell_um2 = 15.5
synth_seq_share = 0.567
async_flop_share = 0
synth_area_mm2 = 0.0543
yosysTopAreaCell = edfxtp_1
yosysUniqueCellTypes = 42
synth-warning-count = 1
yosysTopAreaCellShare = 0.567
ys.flops = 1024
ff_type = edfxtp_1
top_cells_by_area = edfxtp_1 (57%), mux4_2 (20%), and2_1 (11%)
syn_inst = 3502

[worst_setup_path]
arrival_ps = 9620
cpMaxStageDelayCell = buf_4
critical-path-max-stage-delay_ps = 710
worstSetupPathType = input pin to output port
path_buffers = 5
path_cells = buf_8, buf_4, buf_4, buf_4, mux4_2, nand2_1, a32o_1, nor4_1, clkdlybuf4s50_1
startpoint_type = input pin
crit_fanout = 53
critical_path.most_common_cell = buf_4
path_delay_family = buffers and inverters
required_ps = 20960
cp-end-kind = output port

[route]
drc = 0
routed_via_density = 5.97
vias = 32125
drt_iter0_drc = 2099
wl_per_cell_um = 32.9
antenna_left = 0
drt-total-wl_um = 177000
dr.pass1.iters = 5

[final_timing]
tightest_slew_ps = 920
rsz0062_at_grt = false
fin_tns_setup_ps = 0
hold_violations = 0
setup_violations = 0
maxSlewViolCount = 0
max_freq_mhz = 67.3
layout_min_cycle_time_ps = 14860
finalClockPeriodUsage = 0.567
slew_headroom = 0.382

[placed_design]
dp_hpwl_um = 105000
io_buffers = 113
gp_congestion = 0.937
placed_area_mm2 = 0.0574

[cts]
cts_resized = 0
cts_tree = yes
clockBufferDepth = 3
post-cts-setup-buffer-count = 0
cts.htree.levels = 3
cts_root_buf = clkbuf_16
ctsHoldBuffers = 0
numCtsBuffers = 106
clock-sinks = 1024
path_clk_slew_ps = 60

[hold_path]
hold_path_class = input pin to flop

[run]
log.warning_count = 26
max_cap_violations = 0

[status]
status = completed

[die]
die_h_um = 370
die-area_mm2 = 0.137
io_pins = 114
die_x_um = 370
core_mm2 = 0.134
fp_util = 0.405
std_cell_rows = 134

[power]
p_total_mw = 3.85
ir_drop_v = 0.0000476
power_leakage_nw = 20.5
powerDensity_mw_per_mm2 = 63.5
[power by group]
group	leakage (nW)	total (mW)	switching, mW	internal (mW)
registers	9.75	1.94	0.0445	1.89
clock network	1.55	1.43	0.633	0.795
logic	9.22	0.480	0.266	0.214
total	20.5	3.85	0.943	2.90
[cell usage after synthesis, types with 35 or more instances]
master	number
a2111oi_1	41
a22o_1	51
and2_1	995
buf_2	35
buf_4	39
clkbuf_1	272
edfxtp_1	1024
mux2i_1	150
mux4_2	472
nor2_1	36
nor3_1	54
o22ai_1	103
[layer usage]
| metal | up-vias | part of all wire | GRT usage |
|---|---|---|---|
| met3 | 345 | 0.17 | 0.213 |
| met4 | 6 | 0.043 | 0.0936 |
| met2 | 2340 | 0.46 | 0.407 |
| met5 | - | 0.00085 | 0.00979 |
| met1 | 15822 | 0.33 | 0.347 |
| li1 | 13612 | - | - |
[final cells by class]
| class | count | area (um2) | share of cell area |
|---|---|---|---|
| flip-flops and latches | 1024 | 30700 | 0.508 |
| multi-input cells | 2120 | 22000 | 0.363 |
| clock buffers | 139 | 2880 | 0.0476 |
| repair buffers | 274 | 2390 | 0.0394 |
| well taps | 1768 | 2210 | 0.0365 |
| clock inverters | 49 | 295 | 0.00488 |
| inverters | 2 | 7.51 | 0.000124 |
| diodes | 1 | 2.50 | 0.0000413 |
[cells by family after synthesis]
logic type	share of synthesized area
buffers and inverters	0.0335
DFF	0.567
other	0.0000691
and+or+nand+nor	0.133
muxes	0.230
AOI/OAI and AO/OA	0.0365
[through the flow]
stage	instances	worst slack, ps	hold WS, ps
finish	5377	11340	5230
global route	5377	10990	5200
CTS	5376	11160	5180
detailed placement	5188	11170	5930
global placement	5188	11170	5950
floorplan	3533	14120	5440
[path summary, 6_finish.rpt]
| kind | endpoint | start | cells after the start |
|---|---|---|---|
| setup / recovery | reg_rdata2[5] | raddr2[1] | 9 |
| hold / removal | regs[0][25] | rst | 2 |
[layout by cell type, fill, tap and decap left out, drive strengths merged, types with 5 or more instances in the layout]
cell,synthesis,final
o22ai,103,103
clkdlybuf4s50,0,103
buf,115,170
nand2b,5,5
a22o,51,51
a211oi,7,7
nor4,6,6
nor3,54,54
nor2b,14,14
nand3b,5,5
clkbuf,272,140
a21oi,12,12
a22oi,16,16
nand3,5,5
or2,33,33
clkinv,0,43
a2111oi,55,55
mux2,30,30
and2,995,995
nor2,36,36
mux2i,150,150
nand2,7,7
mux4,472,472
conb,1,32
edfxtp,1024,1024
Power is estimated from default activity; no workload was simulated.
